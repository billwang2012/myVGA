==> ./run.sh <==
#!/bin/bash
# OpenROAD 26Q1-2900-gdf79404cd8, Yosys 0.63+post, stock flow scripts
make -C /OpenROAD-flow-scripts/flow DESIGN_CONFIG=/design/flow/config.mk WORK_HOME=/design/flow/orfs finish
==> ./config.mk <==
export PLATFORM = sky130hd
export DESIGN_NAME = myDISP
export DESIGN_NICKNAME = myDISP
export VERILOG_FILES = /design/flow/design.v
export SDC_FILE = /design/flow/constraint.sdc
export NUM_CORES = 4
export LEC_CHECK = 1
export CORE_UTILIZATION = 30
==> ./constraint.sdc <==
current_design myDISP

set clk_period 9.2
set clk_io_pct 0.2

create_clock -name clk0 -period $clk_period [get_ports {clk}]

set non_clock_inputs [all_inputs -no_clocks]
set_input_delay [expr $clk_period * $clk_io_pct] -clock clk0 $non_clock_inputs
set_output_delay [expr $clk_period * $clk_io_pct] -clock clk0 [all_outputs]
==> ./design.v <==
`timescale 1ns / 1ps
module myDISP(
		input           clk,
		input           rst_n,
		input           key,
		output   [4:0]  vga_r,
		output   [5:0]  vga_g,
		output   [4:0]  vga_b,
		output          vga_vsync,
		output          vga_hsync,
		output  reg [16:0]    rom_addr,  
		input   [3:0]     rom_data   
    );
    parameter          HPIXEL    =  800;  
    parameter          VPIXEL    =  600;  
    parameter          VCLK      =  60;   
    parameter          VSYNCWIDTH      =  4;   
    parameter          VBACKPORCH      =  23;   
    parameter          VFRONTPORCH     =  1;   
    parameter          HSYNCWIDTH      =  128;   
    parameter          HBACKPORCH      =  88;   
    parameter          HFRONTPORCH     =  40;   
    parameter          VMAX            =  VSYNCWIDTH + VBACKPORCH + VPIXEL + VFRONTPORCH;  
    parameter          HMAX            =  HSYNCWIDTH + HBACKPORCH + HPIXEL + HFRONTPORCH;  
    reg    [11 : 0]    vcnt,hcnt;
	 reg    [15 : 0]    vga_color1,vga_color2;
    always@(posedge clk or negedge rst_n) begin
        if(!rst_n) begin
            hcnt <= 12'h000;
        end
        else begin
		      if(hcnt==HMAX)
                hcnt <= 12'h000;
				else 
				    hcnt <= hcnt + 12'h001;
        end 
    end
    always@(posedge clk or negedge rst_n) begin
        if(!rst_n) begin
            vcnt <= 12'h000;
        end
        else begin
    		  if(vcnt == VMAX) vcnt <= 12'h000;
			  else if(hcnt==HMAX) vcnt <= vcnt + 12'h001;
         end
    end
    assign vga_hsync =  ( (hcnt >= 0) && (hcnt < HSYNCWIDTH) ) ? 1'b0:1'b1;
    assign vga_vsync =  ( (vcnt >= 0) && (vcnt < VSYNCWIDTH) ) ? 1'b0:1'b1;
	 always@(negedge clk or negedge rst_n) begin
        if(!rst_n) vga_color1 <= 16'h0000;
        else begin
            if( hcnt==(HSYNCWIDTH + HBACKPORCH) ) 
					 vga_color1  <= {5'b11111,6'b00_0000,5'b00000};  
            else if( hcnt== (HSYNCWIDTH + HBACKPORCH  +100) )
                vga_color1<= {5'b11111,6'b10_0000,5'b00000};  
            else if( hcnt== (HSYNCWIDTH + HBACKPORCH +200) )        
                vga_color1  <= {5'b11111,6'b11_1111,5'b00000};  
            else if( hcnt== (HSYNCWIDTH + HBACKPORCH +300) )
                vga_color1  <= {5'b00000,6'b11_1111,5'b00000};  
            else if( hcnt== (HSYNCWIDTH + HBACKPORCH +400)  )
                vga_color1  <= {5'b00000,6'b11_1111,5'b11111};  
            else if( hcnt== (HSYNCWIDTH + HBACKPORCH +500) )
                vga_color1  <= {5'b00000,6'b00_0000,5'b11111};  
            else if( hcnt== (HSYNCWIDTH + HBACKPORCH +600) )
                vga_color1  <= {5'b10111,6'b00_0000,5'b11111};   
            else if( hcnt== (HSYNCWIDTH + HBACKPORCH +700) )
                vga_color1  <= {5'b11111,6'b11_1111,5'b11111};   
            else if ( hcnt > HSYNCWIDTH + HBACKPORCH +800 )  
                vga_color1  <= 16'h0000;
        end  
    end  
	 always@(posedge clk or negedge rst_n) begin
        if(!rst_n) begin
		       vga_color2  <= 16'hffff;
 				 rom_addr  <= 17'h0000;	
		  end
        else begin
				if ( ( vcnt >= VSYNCWIDTH+VBACKPORCH ) &&(vcnt < VSYNCWIDTH+VBACKPORCH + 300) 
				&& (hcnt>= HSYNCWIDTH+HBACKPORCH)&&(hcnt < HSYNCWIDTH+HBACKPORCH + 400 ))  begin
				    rom_addr <= ((vcnt- VSYNCWIDTH - VBACKPORCH))*400 + (hcnt- HSYNCWIDTH - HBACKPORCH);
					 vga_color2  <= {rom_data,1'b0,rom_data,2'b00,rom_data,1'b0}; 
				end
				else if ( ( vcnt >= VSYNCWIDTH+VBACKPORCH + 300) &&(vcnt < VSYNCWIDTH+VBACKPORCH + 600) 
				&& (hcnt>= HSYNCWIDTH+HBACKPORCH)&&(hcnt < HSYNCWIDTH+HBACKPORCH + 400 ))  begin
				    rom_addr <= ((vcnt- VSYNCWIDTH - VBACKPORCH -300))*400 + (hcnt- HSYNCWIDTH - HBACKPORCH);
					 vga_color2  <= {rom_data,1'b0,rom_data,2'b00,rom_data,1'b0}; 
				end
				else if ( ( vcnt >= VSYNCWIDTH+VBACKPORCH ) &&(vcnt < VSYNCWIDTH+VBACKPORCH + 300) 
				&& (hcnt>= HSYNCWIDTH+HBACKPORCH +400)&&(hcnt < HSYNCWIDTH+HBACKPORCH + 800 ))  begin
				    rom_addr <= ((vcnt- VSYNCWIDTH - VBACKPORCH))*400 + (hcnt- HSYNCWIDTH - HBACKPORCH-400);
					 vga_color2  <= {rom_data,1'b0,rom_data,2'b00,rom_data,1'b0}; 
				end
				else if ( ( vcnt >= VSYNCWIDTH+VBACKPORCH +300 ) &&(vcnt < VSYNCWIDTH+VBACKPORCH + 600) 
				&& (hcnt>= HSYNCWIDTH+HBACKPORCH +400)&&(hcnt < HSYNCWIDTH+HBACKPORCH + 800 ))  begin
				    rom_addr <= ((vcnt- VSYNCWIDTH - VBACKPORCH -300))*400 + (hcnt- HSYNCWIDTH - HBACKPORCH-400);
					 vga_color2  <= {rom_data,1'b0,rom_data,2'b00,rom_data,1'b0}; 
				end
				else begin
				    rom_addr <= 17'h0000;
					 vga_color2  <= 16'h0000; 
				end
        end  
    end  
	assign { vga_r, vga_g, vga_b} = key?vga_color2:vga_color1;
endmodule
==> run notes <==
Update from the flow run.

Global routing used 14.59% of the available tracks across all layers. The script extracted a total leakage power of 3.706 nW. The row count is 56. The number of synthesized register bits is 51. The master cell of the clock root buffer is clkbuf_16. The number of antenna cells inserted is 0. Overall power consumption after layout is estimated at 440.0 uW. The initial core utilization is 30.57%. The chip area line in the Yosys stat output reads 7153 um^2. The type recorded for the worst min-delay path is reg2reg. The class of the most critical setup path is reg2out. The synthesis report lists the Yosys warning total as 1. TritonRoute output was used to compute an average wire per cell of 13.84 um. The relative area change from synthesis to final layout is 12.47%. The final tally of hold violations is 0.

The worst setup path is captured at a primary output. The final wirelength is 16800 um. The die outline area is 24470 um^2. The H-tree generated during clock tree synthesis spans 2 levels. The wire length of the first global-routing pass is 28050 um. The biggest fanout along the worst timing path is 4. The synthesized netlist contains 73 unique library cells. The detailed router finished its first iteration with 311 violations.

The routed via count is 5888. The average vias per placed instance is 4.850. The vertical die dimension reported for this design is 156.4 um. The post-synth tally of flip-flops with integrated enable is 0. Before CTS, the worst setup slack after placement is 1.689 ns. On the critical path the data arrives at 6.01 ns. The total number of warnings across the stage logs is 47. The share of flip-flops with an asynchronous set or reset after synthesis is 100.0%. The final report lists the setup-violating endpoint count as 0. At the later pin of the worst-skew pair, clock insertion delay measures 0.32 ns. The remaining design rule violation count is 0.

The synthesized area per cell is 8.260 um^2. The sequential fraction of the synthesis area is 17.93%. The share of final-layout standard cells stronger than drive strength 1 is 4.358%.

The type of element launching the critical path is a flop. In the final run the clock tree shows a worst skew of 0.02115 ns. Once detail routing completed, the nets flagged for antenna violations numbered 0. The standard cell core area is 23400 um^2.

The initial antenna violation count is 0. After global routing the overflow that remains totals 0. For this design, the CTS-stage hold fixing added 0 buffers. For this run the detailed placement stage logged an HPWL of 13470 um. Among all stages on the critical path, the maximum delay recorded is 0.46 ns. The total negative setup slack is 0 ns. The cell sequence reported for the critical path is nand2b_1 > nand2_1 > clkdlybuf4s50_1. The cell with the biggest individual delay on the critical path is clkdlybuf4s50_1. The largest net degree at the start of global routing is 31. The number of clock buffers added by TritonCTS is 5. The clock-pin slew reported for the worst setup and hold paths after clock tree synthesis is 0.06 ns. Setup repair after global routing left no endpoint under its margin. The final max-slew violation count recorded for this run is 0. The peak supply drop is 0.07409 mV. The most frequently used flop master after synthesis is dfrtp_1. Per the gpl log, the routability congestion estimate is 0.9124.

In this run the power density over the cells is 54.69 nW/um^2. The maximum buffer depth of the clock tree is 2. Per the repair_timing log after CTS, setup buffers inserted total 0. The die boundary width is 156.4 um. The max-cap violation count is 0. The number of resized instances in the post-cts repair step is 0.

The count of mapped cells out of synthesis is 866. Input and output buffers added on the ports amount to 41. The headroom to the max-slew limit is 36.41%. Counting both buffers and inverters, the worst setup path holds a total of 1. Per STA, the worst path accumulates the most delay in the family buffers and inverters. The transition time at the pin with the least slew margin is 0.9504 ns. The length of the first detailed-routing pass in iterations is 21. The final worst setup slack is 1.353 ns. The via count of the first global-routing pass is 5584.

The area of the mapped netlist is 7153 um^2. 42 I/O pins were placed. The count of clock tree sinks is 51.

Per the Yosys statistics, synthesis produced 866 cells. At the worst endpoint, the required time is 7.36 ns. TritonCTS built the clock tree. The flow ran to the end, and the final reports show no timing, DRC or antenna violations.
-- synth_stat cells (5+ instances only) --
cell type	instances	area [um^2]
ha_1	116	1451
inv_1	84	315.3
xnor2_1	77	674.4
nand2_1	72	270.3
nor2_1	65	244.0
a21oi_1	58	290.3
dfrtp_1	41	1026
xor2_1	35	306.5
o21ai_0	28	140.1
nand3_1	26	130.1
a21o_1	23	172.7
nor3_1	20	100.1
clkbuf_1	18	67.56
fa_1	16	320.3
nor2b_1	13	81.33
o21bai_1	9	67.56
nand2b_1	8	50.05
nand4_1	8	50.05
or3_1	8	50.05
a221oi_1	7	61.31
and2_1	7	43.79
and3_1	7	43.79
o211ai_1	7	52.55
nor3b_1	6	45.04
o21a_1	6	45.04
dfrtn_1	5	125.1
dfstp_2	5	131.4
-- final cells by class --
cell class	instances	area, um^2
Timing Repair Buffer	47	450.4
Sequential cell	51	1282
Fill cell	2435	15360
Clock buffer	5	125.1
Clock inverter	3	27.53
Inverter	84	315.3
Tap cell	319	399.1
Multi-Input combinational cell	705	5445
-- kinds of logic after synthesis --
logic type,synth area share (%)
AND/OR/NAND/NOR,18.49
flip-flops,17.93
AND-OR/OR-AND,17.42
XOR/XNOR,14.66
adder cells (fa/ha/maj),24.77
other,0.05242
multiplexers,0.7346
buffers and inverters,5.947
-- routing by layer --
metal	GRT usage, %	vias to the layer above	routed length, um
met2	23.94	118	7599
met5	0	-	0
met1	21.58	2696	8354
met4	1.681	0	243
met3	1.466	11	603
li1	-	3063	-
-- sequential cells by signal, summed over array words and instances, names as in the netlist --
| register | count |
|---|---|
| rom_addr | 17 |
| hcnt | 12 |
| vcnt | 12 |
| vga_color1 | 5 |
| vga_color2 | 5 |
-- final timing paths --
kind                                startpoint             end  slack [ns]  depth (start not counted)
min in group asynchronous                rst_n         hcnt[1]        1.59                          1
worst min register to register  vga_color1[10]  vga_color1[10]        0.43                          1
worst max register to register         hcnt[0]  vga_color1[13]        2.11                          9
worst max-delay path             vga_color1[9]        vga_g[1]        1.35                          3
max in group asynchronous                rst_n  vga_color1[10]        2.62                          1
worst min-delay path            vga_color1[10]  vga_color1[10]        0.43                          1
-- power breakdown --
part           internal [mW]  total (mW)  switching (mW)  leakage [nW]
sequential             0.225       0.225       0.0000661         0.685
clock                  0.104       0.206           0.101        0.0723
combinational        0.00403     0.00977         0.00573          2.95
-- stage by stage --
step | utilization, % | hold WS (ns) | cells | area (um^2)
finish | 34.38 | 0.4296 | 1214 | 8045
floorplan | - | 0.4110 | 866 | 7153
detailed placement | 33.73 | 0.4290 | 1206 | 7893
global route | 34.38 | 0.4643 | 1214 | 8045
CTS | 34.38 | 0.4294 | 1214 | 8045
global placement | 33.73 | 0.4244 | 1206 | 7893
-- cells in the final DEF, fill, tap and decap left out, drive strengths merged, types with 6 or more instances in the layout --
master / netlist / final
ha: 116 / 116
inv: 84 / 86
xnor2: 77 / 77
nand2: 72 / 72
nor2: 65 / 65
a21oi: 58 / 58
dfrtp: 41 / 41
clkdlybuf4s50: 0 / 40
xor2: 35 / 35
o21ai: 28 / 28
nand3: 26 / 26
a21o: 23 / 23
nor3: 22 / 22
fa: 16 / 16
nor2b: 13 / 13
o21bai: 9 / 9
or3: 9 / 9
nand2b: 9 / 9
nand4: 8 / 8
a221oi: 8 / 8
and2: 7 / 7
o211ai: 7 / 7
and3: 7 / 7
buf: 8 / 7
nor3b: 6 / 6
o21a: 6 / 6
No activity file was given, so power comes from the tool's default toggle rates.
